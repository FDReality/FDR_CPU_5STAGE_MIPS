`flow/design.v`:
```
module alu(
    input   [5: 0]  alu_op,
    input   [31: 0] input_data1,     
    input   [31: 0] input_data2,     
    input           rst_n,
    output  [31: 0] output_result,
    output          equal_mov
);
    reg [31: 0] result;
    reg         equal;
    reg [31: 0] temp;
    assign output_result = result;
    assign equal_mov = equal;
    always@ (*) begin
        if(!rst_n) begin
            result = 32'b0;
            temp = 32'b0;
        end
        else begin
            case(alu_op[5: 0])
                6'b100000 :  result = input_data1 + input_data2;
                6'b100010 :  result = input_data1 - input_data2;
                6'b100100 :  result = input_data1 & input_data2;
                6'b100101  :  result = input_data1 | input_data2;
                6'b100110 :  result = input_data1 ^ input_data2;
                6'b101010 :  result = (input_data1 < input_data2) ? 32'h00000001 : 32'h00000000;
                6'b001010:  result = (input_data2 == 0) ? input_data1 : 32'h00000000;
                6'b000000 :  result = input_data1 << input_data2;     
                6'b000101 :  begin
                            result = (input_data2 << 2) + input_data1;
                            equal = (input_data1 - input_data2)? 1 : 0;
                        end
                6'b000010   :  begin
                            temp = input_data2 << 2;
                            result = {input_data1[31: 26], temp[25: 0]};
                        end
                default : begin      
                                result = input_data1 + input_data2;
                          end
            endcase
        end
    end
endmodule
module exetest(
    input            rst_n,
    input   [5: 0]   alu_op,
    input   [31: 0]  mux41_input_1, mux41_input_2,
    output           euqal_mov,
    output  [31: 0]  alu_output
);
    wire    [31: 0] mux_sll_out;
    alu u_alu(
        .alu_op(alu_op),
        .input_data1(mux41_input_1),
        .input_data2(mux41_input_2),
        .rst_n(rst_n),
        .output_result(alu_output),
        .equal_mov(euqal_mov)
    );
endmodule
```
`flow/constraint.sdc`:
```
current_design exetest

set clk_period 15.3
set clk_io_pct 0.2

create_clock -name clk0 -period $clk_period

set non_clock_inputs [all_inputs -no_clocks]
set_input_delay [expr $clk_period * $clk_io_pct] -clock clk0 $non_clock_inputs
set_output_delay [expr $clk_period * $clk_io_pct] -clock clk0 [all_outputs]
```
`flow/config.mk`:
```
export PLATFORM = sky130hd
export DESIGN_NAME = exetest
export DESIGN_NICKNAME = exetest
export VERILOG_FILES = /design/flow/design.v
export SDC_FILE = /design/flow/constraint.sdc
export NUM_CORES = 4
export LEC_CHECK = 1
export CORE_UTILIZATION = 30
```
`flow/run.sh`:
```
#!/bin/bash
# OpenROAD 26Q1-2900-gdf79404cd8, Yosys 0.63+post, stock flow scripts
make -C /OpenROAD-flow-scripts/flow DESIGN_CONFIG=/design/flow/config.mk WORK_HOME=/design/flow/orfs finish
```
==> qor.yml <==
critPathTopFamily: "AND-OR/OR-AND gates"
finalWorstSetupSlack_ps: 4010
rsz0062_at_grt: "false"
numPortBuffers: 104
internal-power_uw: 164
ys_cells: 1331
fin_tns_setup_ps: 0
status: "finished clean"
ys.flops: 1
required_ps: 12240
timing.critical_path.cells: "clkdlybuf4s50_1 -> buf_4 -> inv_1 -> ha_1 -> nand2_1 -> or3_1 -> a311o_1 -> nand2_1 -> a21oi_1 -> a211o_1 -> o31ai_1 -> o41ai_1 -> o21ai_0 -> xnor2_1 -> a211oi_1 -> clkdlybuf4s50_1"
io_pins: 104
crit_fanout: 33
warning_count: 96
synth-async-reset-ratio: 0
unclocked_pins: 1
yosysWarningCount: 1
relSlewSlack: 0.498
grt_max_degree: 57
die_x_um: 176
ys_chip_area_um2: 9050
path_depth: 16
path_class: "input pin to output pin"
worst-slew-pin-transition_ps: 754
finalSetupViolCount: 0
ant_nets: 0
die_area_um2: 30900
area_growth_pct: 14.7
crit_path_end: "alu_output[31]"
std_cell_rows: 63
untimed_endpoints: 2
power.share.switching: 0.595
maxSlewViolCount: 0
combPwrFrac: 1.000
fillCellCount: 3213
overflow: 0
drc: 0
synth_cell_types: 84
largest_register_ffs: 1
critPathSlowestCell: "ha_1"
grtUsageTotal: 0.270
syn-cell-area_um2: 9050
timing.critical_path.buf_inv: 4
dr.pass1.iters: 5
finalCritPeriodShare: 0.738
arrival_ps: 8230
power.switching_uw: 241
drive_gt1_frac: 0.0592
hold_viol: 0
place_ws_ps: 4120
initCoreUtil: 0.305
cap_violations: 0
fmax_ghz: 0.0886
p_seq_frac: 0
synthTopCellsByArea: "ha_1 17%, a21oi_1 7.0%, mux2i_1 6.9%"
grt_pass1_vias: 9952
hold_class: "input pin to output pin"
drtIter0Drc: 1031
dr_total_vias: 10761
p_leak_nw: 4.29
core_area_um2: 29600
utilization: 0.350
gp_congestion: 0.997
syn_avg_cell_area_um2: 6.80
synthCells: 1331
critPathLaunchType: "input pin"
antenna_found_initial: 0
max_stage_delay_ps: 660
top_area_cell: "ha_1"
grt_pass1_wl_um: 62600
edf_count: 0
power_density_nw_per_um2: 39.1
top_area_frac: 0.173
cts-resized-gates: 0
die_y_um: 176
clkPwrFrac: 0
viasPerCell: 6.12
whs_path_depth: 6
post_drt_wl_per_cell_um: 23.9
vdd_drop_max_mv: 0.0165
n_antenna_cell: 0
post_cts_buffers: 0
end_kind: "output pin"
finalWirelength_um: 42000
ff_type: "dlxtn_1"
critPathLaunch: "mux41_input_2[3]"
dp_hpwl_um: 33100
min_period_ps: 11290
hold_buffers: 0
==> final cells by class <==
class / count / area, um2 / share of cell area
Timing Repair Buffer: 129 / 1220 / 0.117
Inverter: 110 / 413 / 0.0398
Tap cell: 390 / 488 / 0.0470
Multi-Input combinational cell: 1129 / 8250 / 0.794
Sequential cell: 1 / 15.0 / 0.00145
==> cells in the mapped netlist (all sizes together) (16+ instances only) <==
library cell	number
mux2i	62
nand2b	16
a21o	21
nand3	25
a221o	21
xor2	16
inv	108
a221oi	35
nand2	98
xnor2	60
nor2	118
ha	125
o22ai	34
clkbuf	66
a211oi	31
o31ai	17
nor3	36
a21oi	131
buf	25
o21ai	81
==> per-layer routing <==
| layer | vias to the layer above | track usage | share of wire |
|---|---|---|---|
| met5 | - | 0 | 0 |
| li1 | 5033 | - | - |
| met4 | 0 | 0.0703 | 0.030 |
| met2 | 592 | 0.411 | 0.43 |
| met3 | 77 | 0.0408 | 0.089 |
| met1 | 5059 | 0.397 | 0.45 |
==> power by group through the flow <==
stage	clock network [mW]	logic, mW	registers [mW]
final	0	0.405	0.00000968
after global routing	0	0.438	0.00000968
after CTS	0	0.397	0.00000968
==> layout by cell type (no fill, tap or decap), types with 8 or more instances in the layout <==
master / instances
nor4_1: 13
o21ai_0: 78
nand2b_1: 15
and3_1: 11
inv_1: 100
nor3_1: 33
o221ai_1: 14
clkdlybuf4s50_1: 102
o21bai_1: 11
a211oi_1: 29
or3_1: 11
a21oi_1: 127
a31oi_1: 10
nand2_1: 98
xnor2_1: 60
o31ai_1: 14
mux4_2: 13
mux2i_1: 62
buf_4: 25
a21o_1: 21
ha_1: 125
o211ai_1: 14
nand4_1: 11
a221oi_1: 34
nand3_1: 24
xor2_1: 16
nor2_1: 116
inv_2: 8
o22ai_1: 34
a221o_1: 21
==> worst min-delay path by stage <==
| stage | from | to | slack (ps) |
|---|---|---|---|
| final | alu_op[1] | alu_output[3] | 7210 |
| after global routing | alu_op[1] | alu_output[6] | 7270 |
| after CTS | alu_op[1] | alu_output[3] | 7220 |
==> stage by stage <==
stage	cell area [um2]	total power, mW	hold WS, ps	std cells
after floorplan	9050	0.256	6190	1331
after global placement	10400	0.397	7200	1759
after detailed placement	10400	0.395	7220	1759
after CTS	10400	0.397	7220	1759
after global routing	10400	0.438	7270	1759
final	10400	0.405	7210	1759
==> cells by family (layout without fill, tap and decap cells) <==
logic type	count (synthesis)	after routing	synth area share
compound gates	474	474	0.355
buf+inv	201	239	0.0878
fa+ha+maj	128	128	0.180
mux	78	78	0.105
latches	1	1	0.00166
simple gates	373	373	0.198
xor+xnor	76	76	0.0736
==> tightest hold or removal path, delay by kind of cell <==
kind                   cells  cell delay [ps]
AND-OR/OR-AND              3              280
AND/OR/NAND/NOR            1              210
buffers and inverters      2              590
No activity file was given, so power comes from the tool's default toggle rates.
