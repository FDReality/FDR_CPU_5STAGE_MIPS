==> design/flow/design.v <==
module idreg(
    input           clk, rst_n, write_en,
    input   [31: 0] if_inst_input, if_pc_input, npc_input,
    output  [31: 0] id_inst, id_pc, npc_output
);
    instreg u_instreg(
        .input_inst(if_inst_input),
        .ir_en(write_en),
        .clk(clk),
        .rst_n(rst_n),
        .output_inst(id_inst)
    );
    pc u_if_pc(                             
        .new_addr(if_pc_input),
        .clk(clk),
        .rst_n(rst_n),
        .pc_en(write_en),
        .output_pc(id_pc)
    );
    npc u_npc(
        .input_addr(npc_input),
        .clk(clk),
        .rst_n(rst_n),
        .npc_en(write_en),
        .output_addr(npc_output)
    );
endmodule
module instreg(
    input   [31: 0]     input_inst,
    input               ir_en,
    input               clk,
    input               rst_n,
    output reg  [31: 0] output_inst
);
    always@ (posedge clk) begin
        if(!rst_n)
            output_inst <= 32'h00000000;
        else begin
            if(input_inst)
                output_inst <= (ir_en == 1)? input_inst : output_inst;
            else
                output_inst <= 32'h00000000;
        end
    end
endmodule
module npc(
    input   [31 :0]     input_addr,
    input               clk,
    input               rst_n,
    input               npc_en,
    output reg [31: 0]  output_addr
);
    always@ (posedge clk) begin
        if(!rst_n)
            output_addr <= 0;
        else
            output_addr <= (npc_en == 1)? input_addr : output_addr;
    end
endmodule
`timescale 1ns / 1ps
module pc(
    input   [31 :0]     new_addr,
    input               clk,
    input               rst_n,
    input               pc_en,
    output reg [31: 0]  output_pc
);
    always@ (posedge clk) begin
        if(!rst_n)
            output_pc <= 0 - 4;
        else
            output_pc <= (pc_en == 1)? new_addr : output_pc;
    end
endmodule
==> design/flow/run.sh <==
#!/bin/bash
# OpenROAD 26Q1-2900-gdf79404cd8, Yosys 0.63+post, stock flow scripts
make -C /OpenROAD-flow-scripts/flow DESIGN_CONFIG=/design/flow/config.mk WORK_HOME=/design/flow/orfs finish
==> design/flow/config.mk <==
export PLATFORM = sky130hd
export DESIGN_NAME = idreg
export DESIGN_NICKNAME = idreg
export VERILOG_FILES = /design/flow/design.v
export SDC_FILE = /design/flow/constraint.sdc
export NUM_CORES = 4
export LEC_CHECK = 1
export CORE_UTILIZATION = 50
==> design/flow/constraint.sdc <==
current_design idreg

set clk_period 2.1
set clk_io_pct 0.2

create_clock -name clk0 -period $clk_period [get_ports {clk}]

set non_clock_inputs [all_inputs -no_clocks]
set_input_delay [expr $clk_period * $clk_io_pct] -clock clk0 $non_clock_inputs
set_output_delay [expr $clk_period * $clk_io_pct] -clock clk0 [all_outputs]
==> impl_metrics.tcl <==
# flow metrics
set metrics [dict create \
    dp_hpwl_um 6452 \
    synth_compound_gate_area_share_pct 12.97 \
    synth-seq-cells 96 \
    post_cts_resize_count 0 \
    htree_num_levels 3 \
    fin_worst_skew_ns 0 \
    synth_area_mm2 0.003954 \
    antenna_cells 0 \
    cp-start-kind "flip-flop" \
    ys_top_cells_by_count "dfxtp_1, mux2i_1, nor2b_1, nand2b_1, o211ai_1" \
    tns_ns 0 \
    drt-initial-drc-count 83 \
    core_region_area_mm2 0.007687 \
    yosys.cell_count.top_type "dfxtp_1" \
    slew_headroom_pct 62.53 \
    postSynthCellCount 363 \
    cts_root_buf "clkbuf_8" \
    critPathMaxFanout 2 \
    synthXorXnorAreaFrac_pct 0 \
    ys_sh_simple_pct 15.00 \
    layout_worst_path_cycle_share_pct 78.01 \
    maxCapViolCount 0 \
    finished_layout_cell_area_mm2 0.006008 \
    num_rows 32 \
    timing.final.hold_violations 0 \
    grt_overflow 0 \
    post-route-drc-count 0 \
    worst_slew_pin_slew_ns 0.5620 \
    gp_routability_congestion 0.8089 \
    design_power_total_uw 3761 \
    grt_first_pass_wirelength_um 14990 \
    enable_flop_cells 0 \
    yosys-stat-cells 363 \
    worst_path_largest_cell_delay_ns 0.53 \
    setup.worst_path.start "u_if_pc.output_pc[1]$_SDFFE_PN0P_" \
    powerDensity_mw_per_mm2 626.0 \
    tool_warnings 26 \
    crit_buf_inv 1 \
    fp.dieArea_mm2 0.008267 \
    routed_wirelength_um 9303 \
    syn2layout_area_growth_pct 51.96 \
    synth_warnings 3 \
    async_flop_share_pct 0 \
    syn_avg_cell_area_um2 10.89 \
    worst_ir_drop_vdd_uv 399.1 \
    slew_violations 0 \
    port_buffers 194 \
    fin_worst_hold_slack_ns 0.4748 \
    synth.top_cell.area_share_pct 48.61 \
    vias 3159 \
    num_io_pins 195 \
    cts.repair_timing.setup_buffer_count 0 \
    die_w_um 90.93 \
    top_logic_kind "multiplexers" \
    criticalPathCategory "flip-flop to output pin" \
    clock_edge_transition_at_the_registers_on_the_reported_setup_and_hold_paths_ns 0.09 \
    fa_ha_area_share_pct 0 \
    hold_path.startpoint "u_if_pc.output_pc[13]$_SDFFE_PN1P_" \
    critical_path.endpoint_type "output pin" \
    slowest_library_cell_on_the_worst_path "clkdlybuf4s50_1" \
    cts.sink_count 96 \
    critPathRequiredTime_ns 1.68 \
    critical_path.reg2reg.startpoint "u_instreg.output_inst[8]$_SDFFE_PN0P_" \
    clock_latency_ns 0.34 \
    tally_of_nets_with_antenna_violations_remaining_after_routing 0 \
    drt-wirelength-per-cell_um 14.38 \
    yosysTopAreaCell "dfxtp_1" \
    synth.distinct_cells 16 \
    fp_util_pct 51.43 \
    cts_tree "done" \
    cts-root-to-sink-buffers 2 \
    ys_seq_share_pct 48.61 \
    dominant_flop_cell "dfxtp_1" \
    static-leakage-power_uw 0.002342 \
    rsz0062_at_grt "false" \
    status "complete, no violations" \
    total_routing_usage_gr_pct 23.23 \
    post_synth_mux_area_share_pct 16.20 \
    worst_path_dominant_cell_family "buffers and inverters" \
    cts-buffers-inserted 9 \
    timing.critical_path.cells "clkdlybuf4s50_1" \
    avgViaCountPerCell 4.883 \
    report.final.setup_viol 0 \
    grt_max_degree 97 \
    holdBufCountCts 0 \
    top_cells_by_area "dfxtp_1, mux2i_1, a21oi_2" \
    fin_crit_ns 1.638 \
    crit_arrival_ns 1.22 \
    grt_antenna_before_repair 0 \
    timing.fmax_mhz 610.4 \
    placement.cell_area_mm2 0.005828 \
    layout-drive-gt1-share_pct 10.09 \
    min_path_type "flip-flop to flip-flop" \
    detail_route.first_pass.iterations 4 \
    fillers 530 \
    fp.dieH_um 90.93 \
    yosys.stat.chipArea_mm2 0.003954 \
    vias_in_the_first_global_route 2945 \
]
==> metrics by stage <==
stage,std cells,setup WS (ns),utilization (%)
after floorplan,363,0.7980,-
final,647,0.4618,78.16
after CTS,647,0.4574,78.16
after global routing,647,0.3591,78.16
after detailed placement,632,0.1123,75.81
after global placement,632,0.1169,75.81
==> cell type report <==
class | instances | area [um2] | area share (%)
Multi-Input combinational cell | 234 | 1749 | 29.11
Timing Repair Buffer | 200 | 2029 | 33.78
Sequential cell | 96 | 1922 | 31.99
Clock inverter | 4 | 28.78 | 0.4790
Tap cell | 102 | 127.6 | 2.124
Clock buffer | 11 | 151.4 | 2.520
==> routing by layer <==
metal	global-route usage [%]	part of all wire (%)
met2	34.79	44
met5	0	0
met3	4.370	7.6
met1	37.50	47
met4	3.175	1.2
==> power breakdown <==
group | leakage (uW) | internal, uW | total [uW] | switching (uW)
logic | 0.00146 | 473 | 674 | 201
registers | 0.000796 | 1940 | 1990 | 56.7
clock network | 0.0000878 | 491 | 1100 | 604
==> layout by cell type, fill, tap and decap left out, types with 4 or more instances in the layout <==
cell type / Yosys / layout
clkdlybuf4s50_1: 0 / 192
dfxtp_1: 96 / 96
mux2i_1: 64 / 64
nor2b_1: 34 / 34
nand2b_1: 32 / 32
o211ai_1: 32 / 32
a21oi_2: 30 / 30
nand2_1: 30 / 30
clkbuf_8: 0 / 11
nor4_1: 8 / 8
buf_12: 3 / 4
==> registers in the layout, indices dropped and copies added (netlist names) <==
name and count:
u_if_pc.output_pc 32, u_instreg.output_inst 32, u_npc.output_addr 32
==> cell families (layout without fill, tap and decap cells) <==
group	count (synthesis)	count (layout)
AOI/OAI and AO/OA	64	64
buffers and inverters	33	215
DFF	96	96
muxes	64	64
and+or+nand+nor	106	106
==> final timing paths <==
kind / to / slack [ns] / cells past startpoint
max reg2reg: u_instreg.output_inst[8]$_SDFFE_PN0P_ / 1.42 / 2
min: u_if_pc.output_pc[13]$_SDFFE_PN1P_ / 0.47 / 2
max: id_pc[1] / 0.46 / 1
min reg2reg: u_if_pc.output_pc[13]$_SDFFE_PN1P_ / 0.47 / 2
Power figures rest on the tool's default switching activity, not on a simulated workload.
