==> design.v <==
module alu_output(
    input   [31: 0]     input_data,
    input               clk,
    input               rst_n,
    output  reg [31: 0] output_data
);
    always@ (posedge clk)   begin
        if(!rst_n)
            output_data = 32'h00000000;
        else
            output_data = input_data;
    end
endmodule
module datareg(
    input   [31: 0] input_data,
    input           clk,
    output  [31: 0] output_data
);
    reg [31: 0] result;
    assign output_data = result;
    always@ (posedge clk) begin
        result <= input_data;
    end
endmodule
module instreg(
    input   [31: 0]     input_inst,
    input               ir_en,
    input               clk,
    input               rst_n,
    output reg  [31: 0] output_inst
);
    always@ (posedge clk) begin
        if(!rst_n)
            output_inst <= 32'h00000000;
        else begin
            if(input_inst)
                output_inst <= (ir_en == 1)? input_inst : output_inst;
            else
                output_inst <= 32'h00000000;
        end
    end
endmodule
module memreg(
    input   [31: 0] data_temp,
    input           clk, rst_n, mem_en,
    input   [31: 0] exe_inst_input, exe_pc_input, alu_output,
    output  [31: 0] load_data,
    output  [31: 0] mem_inst, mem_pc, mem_alu_out
);
    datareg u_datareg(
        .input_data(data_temp),
        .clk(clk),
        .output_data(load_data)
    );
    instreg u_instreg(               
        .input_inst(exe_inst_input),
        .ir_en(mem_en),
        .clk(clk),
        .rst_n(rst_n),
        .output_inst(mem_inst)
    );
    pc u_if_pc(                  
        .new_addr(exe_pc_input),
        .clk(clk),
        .rst_n(rst_n),
        .pc_en(mem_en),
        .output_pc(mem_pc)
    );
    alu_output u_alu_output(         
        .input_data(alu_output),
        .clk(clk),
        .rst_n(rst_n),
        .output_data(mem_alu_out)
    );
endmodule
`timescale 1ns / 1ps
module pc(
    input   [31 :0]     new_addr,
    input               clk,
    input               rst_n,
    input               pc_en,
    output reg [31: 0]  output_pc
);
    always@ (posedge clk) begin
        if(!rst_n)
            output_pc <= 0 - 4;
        else
            output_pc <= (pc_en == 1)? new_addr : output_pc;
    end
endmodule
==> run.sh <==
#!/bin/bash
# OpenROAD 26Q1-2900-gdf79404cd8, Yosys 0.63+post, stock flow scripts
make -C /OpenROAD-flow-scripts/flow DESIGN_CONFIG=/design/flow/config.mk WORK_HOME=/design/flow/orfs finish
==> config.mk <==
export PLATFORM = sky130hd
export DESIGN_NAME = memreg
export DESIGN_NICKNAME = memreg
export VERILOG_FILES = /design/flow/design.v
export SDC_FILE = /design/flow/constraint.sdc
export NUM_CORES = 4
export LEC_CHECK = 1
export CORE_AREA = 10 10 161 161
export DIE_AREA = 0 0 171 171
==> constraint.sdc <==
current_design memreg

set clk_period 2.6
set clk_io_pct 0.2

create_clock -name clk0 -period $clk_period [get_ports {clk}]

set non_clock_inputs [all_inputs -no_clocks]
set_input_delay [expr $clk_period * $clk_io_pct] -clock clk0 $non_clock_inputs
set_output_delay [expr $clk_period * $clk_io_pct] -clock clk0 [all_outputs]
==> deck_impl_summary.md <==
Synthesis and Place & Route Summary

Detailed routing
  • Residual DRC: 0
  • Via-to-Cell Ratio: 3.78
  • Routed wire per std cell: 15.9 µm
  • ANT nets after route: 0
  • DR pass1 iterations: 4
  • Met3 wire len: 1.50 mm
  • Vias: 3448
  • Iter 0 DRT Violations: 157
  • Met2 routed WL: 6.91 mm
  • M1 WL: 5.93 mm
  • WL final: 14.5 mm
  • Top Metal Used: met4
  • Antenna Diode Count: 0

Critical path
  • Critical setup path kind: reg2out
  • Required @ worst endpoint: 2.08 ns
  • CP top delay family: buffers and inverters
  • CP max stage delay: 0.54 ns
  • CP max stage cell: clkdlybuf4s50_1
  • Startpoint types: flop
  • CP Max Fanout: 2
  • Cells along the critical path: clkdlybuf4s50_1
  • Arr. time, crit path: around 1.3 ns
  • CP Capture Type: primary output
  • Bufs and invs on worst path: 1

Die
  • Die span in y: about 170 µm
  • # IOs: between 200 and 300
  • Row Count: roughly 55
  • Core Region: approximately 23000 µm²
  • Die width: 171 µm
  • Chip area: 29200 µm²
  • Core Util at FP: between 10% and 20%

Cells and area
  • Top Layout Cells: 256 x clkdlybuf4s50_1, 128 x dfxtp_1, 32 x and2_1, 32 x o211ai_1, 32 x mux2i_1
  • Cell Count, Final, Fillers Out: 912
  • Area Overhead vs Synth: 82.0%
  • Layout cells sized above 1: 9.73%
  • Layout fillers: approximately 2.3k
  • Highest-count logic cell in the final layout: clkdlybuf4s50_1

Pwr
  • Maximum VDD drop: between 0.3 and 0.4 mV
  • Static Leak: 2.93 nW
  • Pwr per Cell Area: 672 nW/µm²

Final timing
  • Sum Neg Setup Slack: 0 ns
  • Final period util: between 60% and 70%
  • Final Max Slew Viols: 0
  • Max Clock Freq: between 500 and 600 MHz
  • Final setup vio count: 0
  • Worst-Margin Slew: 0.366 ns
  • Layout Skew: 0 ns
  • RSZ-0062 raised after global routing: false
  • Min Clock Period, post-route: 1.81 ns
  • Final hold violations: 0
  • Worst slew margin: 75.6%

Synthesis
  • Yosys synthesis chip area: 4180 µm²
  • Synthesized area: around 4200 µm²
  • Syn Inst Count: around 360
  • Seq/Total Area, Yosys: 61.3%
  • Avg Cell Area, Syn: 11.6 µm²
  • Yosys cell count: 359
  • Unique cell type count in the Yosys netlist: 18
  • Synth warnings: 4
  • #FFs+latches synth: 128

Clocking
  • Clk root buf: clkbuf_16
  • Clk ins delay skew pair: 0.41 ns
  • Post CTS Setup Buffer Count: 0
  • Clock-pin slew on the worst setup and hold paths: 0.07 ns
  • Worst-case clock buffer depth: 2
  • CTS tree: built
  • Cts hold-fix bufs: 0
  • PostCTS Resize Cnt: 0
  • Clock sink count: 128
  • H-tree depth: 4
  • Total CTS buffers: 17

Flow run
  • Maximum Capacitance Violations: 0
  • Tool Warnings: 25

Place
  • GP Congestion: 0.775
  • Port Buf Inserts: 258
  • Post-DP HPWL: between 10 and 15 mm
  • Placed cell count: 880

Worst hold path
  • Hold crit path type: reg2reg

Global routing
  • Final global-route overflow total: 0
  • Gr usage total: 9.26%
  • Vias in the first global route: 3472
  • Global-route wire length before repair: 20.9 mm
  • Initial antenna violation count: 0
  • Largest net degree at the start of global routing: ~59

Outcome
  • Outcome: finished clean
==> cell usage after synthesis, drive strengths merged <==
cell type	count	share of area, %
dfxtp	128	61
a21oi	32	5.6
and2	32	4.8
mux2i	32	7.7
o211ai	32	5.8
nand2	30	2.7
nand2b	23	3.4
buf	17	4.1
clkbuf	12	1.1
or2b	9	1.6
nor4	8	1.2
and4	2	0.42
nor2b	2	0.30
==> metrics by stage <==
step | power, mW | setup WS, ns | hold slack (ns) | utilization [%] | area, µm²
6_report | 5.11 | 0.794 | 0.468 | 33.7 | 7600
3_5_place_dp | 2.78 | 0.520 | 0.456 | 31.1 | 7010
2_1_floorplan | 2.29 | 1.21 | 0.418 | - | 4180
4_1_cts | 5.22 | 0.745 | 0.473 | 33.7 | 7600
3_3_place_gp | 2.78 | 0.522 | 0.452 | 31.1 | 7010
5_1_grt | 5.36 | 0.723 | 0.492 | 33.7 | 7600
==> path summary, 6_finish.rpt <==
path / from / to / slack (ns) / depth (start not counted)
max: u_instreg.output_inst[0]$_SDFFE_PN0P_ / mem_inst[0] / 0.79 / 1
min: u_if_pc.output_pc[10]$_SDFFE_PN1P_ / u_if_pc.output_pc[10]$_SDFFE_PN1P_ / 0.47 / 2
max reg2reg: u_instreg.output_inst[8]$_SDFFE_PN0P_ / u_instreg.output_inst[8]$_SDFFE_PN0P_ / 1.93 / 2
min reg2reg: u_if_pc.output_pc[10]$_SDFFE_PN1P_ / u_if_pc.output_pc[10]$_SDFFE_PN1P_ / 0.47 / 2
==> kinds of logic (layout without fill, tap and decap cells) <==
group | count (synthesis) | in the layout | synth area share, %
compound gates | 64 | 64 | 11.4
buf+inv | 29 | 297 | 5.15
flops | 128 | 128 | 61.3
mux | 32 | 32 | 7.67
simple gates | 106 | 106 | 14.5
==> where the power goes <==
part	switching (mW)	internal, mW
Sequential	0.0431	2.08
Combinational	0.165	0.441
Clock	1.02	1.37
==> routing by layer <==
layer | track usage (%) | up-vias
met5 | 0 | -
met4 | 0.907 | 0
met3 | 4.05 | 8
met2 | 15.0 | 159
met1 | 11.7 | 1546
li1 | - | 1735
==> registers in the layout, indices dropped and copies added (netlist names) <==
name                      count
u_datareg.result             32
u_alu_output.output_data     32
u_if_pc.output_pc            32
u_instreg.output_inst        32
==> final cells by class <==
class                           instances  area [µm²]  share of cell area [%]
Timing Repair Buffer                  265        2690                    35.4
Multi-Input combinational cell        202        1400                    18.4
Clock inverter                         15         168                    2.21
Sequential cell                       128        2560                    33.7
Tap cell                              285         357                    4.69
Clock buffer                           17         425                    5.60
Power figures rest on the tool's default switching activity, not on a simulated workload.
